**/design/flow/run.sh**
```bash
#!/bin/bash
# OpenROAD 26Q1-2900-gdf79404cd8, Yosys 0.63+post, stock flow scripts
make -C /OpenROAD-flow-scripts/flow DESIGN_CONFIG=/design/flow/config.mk WORK_HOME=/design/flow/orfs finish
```
**/design/flow/config.mk**
```make
export PLATFORM = sky130hd
export DESIGN_NAME = IF
export DESIGN_NICKNAME = IF
export VERILOG_FILES = /design/flow/design.v
export SDC_FILE = /design/flow/constraint.sdc
export NUM_CORES = 4
export LEC_CHECK = 1
export CORE_UTILIZATION = 40
```
**/design/flow/constraint.sdc**
```tcl
current_design IF

set clk_period 1.9
set clk_io_pct 0.2

create_clock -name clk0 -period $clk_period [get_ports {CLK}]

set non_clock_inputs [all_inputs -no_clocks]
set_input_delay [expr $clk_period * $clk_io_pct] -clock clk0 $non_clock_inputs
set_output_delay [expr $clk_period * $clk_io_pct] -clock clk0 [all_outputs]
```
**/design/flow/design.v**
```verilog
module IF(input         CLK,
          input         reset,
          input         stall,
          input         PCSrc,
          input  [31:0] PCBranch,
          input  [2:0]  PCPlusSrc,
          output [31:0] InstrF1,
          output [31:0] InstrF2,
          output [31:0] InstrF3,
          output [31:0] InstrF4,
          output [31:0] PCPlus4F1,
          output [31:0] PCPlus4F2,
          output [31:0] PCPlus4F3,
          output [31:0] PCPlus4F4);
  wire [31:0] PC_;
  reg  [31:0] PCF;
  reg [31:0] IMA;
  reg [31:0] PCPlus;
  wire [31:0] PCPlus4F;
  wire [31:0] PCPlus8F;
  wire [31:0] PCPlus12F;
  wire [31:0] PCPlus16F;
  wire [31:0] PCMinus4F;
  wire [31:0] PCMinus8F;
  wire [31:0] PCMinus12F;
  wire [31:0] PCMinus16F;
  always @(*) begin
    case (PCPlusSrc)
      3'd0: 
      begin
        PCPlus = PCPlus16F;
        IMA = PCF;
      end
      3'd1: 
      begin
        PCPlus = PCF;
        IMA = PCMinus16F;
      end
      3'd2: 
      begin
        PCPlus = PCPlus4F;
        IMA = PCMinus12F;
      end
      3'd3: 
      begin
        PCPlus = PCPlus8F;
        IMA = PCMinus8F;
      end
      3'd4: 
      begin
        PCPlus = PCPlus12F;
        IMA = PCMinus4F;
      end
    endcase
  end
  assign PC_ = PCSrc ? PCBranch : PCPlus;
  assign PCPlus4F = PCF + 32'd4;
  assign PCPlus8F = PCF + 32'd8;
  assign PCPlus12F = PCF + 32'd12;
  assign PCPlus16F = PCF + 32'd16;
  assign PCMinus4F = PCF - 32'd4;
  assign PCMinus8F = PCF - 32'd8;
  assign PCMinus12F = PCF - 32'd12;
  assign PCMinus16F = PCF - 32'd16;
  assign PCPlus4F1 = IMA + 32'd4;
  assign PCPlus4F2 = IMA + 32'd8;
  assign PCPlus4F3 = IMA + 32'd12;
  assign PCPlus4F4 = IMA + 32'd16;
  always @(posedge CLK)
  begin
    if (reset)
      PCF <= 0;
    else if (stall)
      PCF <= PCF;
    else
      PCF <= PC_;
  end
  imem im1(.a(IMA), .rd1(InstrF1), .rd2(InstrF2), .rd3(InstrF3), .rd4(InstrF4));
endmodule          
module imem(input  [31:0] a,
            output [31:0] rd1,
            output [31:0] rd2,
            output [31:0] rd3,
            output [31:0] rd4);
  reg [31:0] RAM [127:0];
  assign rd1 = RAM[a[31:2]];
  assign rd2 = RAM[a[31:2] + 'd1];
  assign rd3 = RAM[a[31:2] + 'd2]; 
  assign rd4 = RAM[a[31:2] + 'd3];
endmodule
```
==> flow_summary.toml <==
# synthesis and place-and-route metrics
[outcome]
status = "finished clean"

[logic_synthesis]
top_cells_by_count = "142 x sky130_fd_sc_hd__buf_4, 118 x sky130_fd_sc_hd__nor2_1, 96 x sky130_fd_sc_hd__xnor2_1"
yosys.stat.chipArea_sq_um = 7610
syn_area_per_cell_sq_um = 7.145
postSynth.topFlopCell = "sky130_fd_sc_hd__dlxtn_1"
yosysWarnings = 1
yosys-stat-cells = 1065
edf_count = 0
top_cell = "sky130_fd_sc_hd__buf_4"
synth_async_sr_flop_share = 0
postSynthRegisterBits = 92
yosysUniqueCellTypes = 59
library_cell_with_the_largest_summed_area_after_synthesis = "sky130_fd_sc_hd__buf_4"
synth_top_area_share = 0.1401
biggest_area_contributors_in_the_synthesized_netlist = "sky130_fd_sc_hd__buf_4 14%, sky130_fd_sc_hd__dlxtn_1 12%, sky130_fd_sc_hd__xnor2_1 11%, sky130_fd_sc_hd__dfxtp_1 8.4%, sky130_fd_sc_hd__xor2_1 7.3%"
synth.cell_area_sq_um = 7610
syn_inst = 1065

[clocking]
clkTransAtPathRegs_ns = 0.05
post_cts.repair.setup_buffers = 0
clock-root-buffer = "sky130_fd_sc_hd__clkbuf_16"
tritoncts = "built"
clock.latency.late_pin_ns = 0.28
clock_tree.buffer_depth = 2
cts-resized-gates = 0
cts_hold_buffers = 0
cts_htree_levels = 2
tritoncts.num_buffers = 5

[hold_path]
worstHoldEndpoint = "PCF[0]"
min_path_type = "flip-flop to flip-flop"
hold-path-cell-count = 2
holdCritStartpoint = "PCF[0]"

[global_route]
pin_count_of_the_biggest_net_entering_global_routing = 65
grt_antenna_before_repair = 0
first_global_vias = 6295
grt_overflow = 0
first_pass_grt_wire_length_microns = 34730
track_usage = 0.2267

[setup_path]
worst_ep_arrival_time_ns = 1.34
timing.critical_path.from_type = "primary input"
rr_endpoint = "PCF[3]"
criticalPathCategory = "primary input to flip-flop"
endpoint_kind = "flip-flop"
startpoint = "PCSrc"
reg2reg_setup_slack_ns = 0.86
timing.critical_path.fanout_max = 28
worst-endpoint-required_ns = 2.08
regToRegStartpoint = "PCF[3]"
rr_worst_depth = 2

[place]
gp_congestion = 0.9469
placement.cell_area_sq_um = 8778
numPortBuffers = 166
dpl_wire_length_microns = 17870
place_ws_ns = 0.4740

[die]
chip_area_sq_um = 19580
die-width_microns = 139.9
fp_util = 0.4068
fp.dieH_microns = 139.9
fp-row-count = 50
core_sq_um = 18710
design.portCount = 295

[cells_and_area]
layout-drive-gt1-share = 0.03203
areaGrowthSynthToFinish_pct = 17.33
final_cell_area_sq_um = 8929
n_fill_cell = 1896
final_core_occ = 0.4773

[timing]
timing.clock.skew_ns = 0
slew_headroom = 0.4304
timing.fmax_mhz = 862.1
final.setup.worst_slack_ns = 0.7400
fin_tns_setup_ns = 0
fin_crit_ns = 1.160
unconstrained_endpoints = 188
unclocked_regs = 60
grt_setup_unrepaired = "false"
min_period_over_period = 0.6105
hold_viol_final = 0
tightestPinTransition_ns = 0.8465
setup_viol = 0
final_max_slew_viol_count = 0

[drt]
dr.pass1.iters = 6
detail_route.vias_per_cell = 5.094
dr_vias = 7076
route.detailed.drc = 0
dr.first_iter.drc_count = 442
routed_wirelength_microns = 22650
wire_per_inst_microns = 16.31
antenna_cells = 0
drtAntennaViolNets = 0

[power_and_ir_drop]
p_per_area_nw_per_um2 = 342.8
cellLeakagePower_uw = 0.003651
vdd.ir_drop.worst_v = 0.0003355
sum_of_internal_switching_and_leakage_power_uw = 3061

[run]
maximum_capacitance_violations = 0
openroad.warnings = 29
[cells in the final DEF (no fill, tap or decap), types with 14 or more instances in the layout]
cell,count
sky130_fd_sc_hd__or3_1,14
sky130_fd_sc_hd__nand3_1,48
sky130_fd_sc_hd__xor2_1,63
sky130_fd_sc_hd__mux2i_1,27
sky130_fd_sc_hd__inv_1,15
sky130_fd_sc_hd__dlxtn_1,60
sky130_fd_sc_hd__nand4_1,25
sky130_fd_sc_hd__a21oi_1,52
sky130_fd_sc_hd__a211oi_1,15
sky130_fd_sc_hd__nor3_1,34
sky130_fd_sc_hd__o21ai_0,23
sky130_fd_sc_hd__nand2_1,79
sky130_fd_sc_hd__dfxtp_1,32
sky130_fd_sc_hd__conb_1,128
sky130_fd_sc_hd__nor2_1,118
sky130_fd_sc_hd__clkdlybuf4s50_1,164
sky130_fd_sc_hd__xnor2_1,96
[cells by family (layout without fill, tap and decap cells)]
group	count (synthesis)	after routing	share of synthesized area
xor gates and xnor gates	159	159	0.1830
DFF	32	32	0.08418
AOI/OAI and AO/OA	141	141	0.1166
buffers and inverters	242	205	0.1922
muxes	27	27	0.03551
adders and majority gates	11	11	0.01776
latches	60	60	0.1184
other	1	128	0.0004928
and+or+nand+nor	392	392	0.2519
[routing by layer]
metal,up-vias,share of wire,track usage
met5,-,0,0
met4,0,0.017,0.03991
met3,28,0.063,0.01846
met2,312,0.48,0.3855
met1,3231,0.44,0.3212
li1,3505,-,-
[worst max path at each step]
stage	to	slack (ns)	cells past startpoint
CTS	PCF[0]	0.77	6
global route	PCF[27]	0.62	6
finish	PCF[0]	0.74	6
[critical path, cell delays in order]
cell and delay, ns:
sky130_fd_sc_hd__buf_2 0.22, sky130_fd_sc_hd__buf_12 0.25, sky130_fd_sc_hd__mux2i_1 0.22, sky130_fd_sc_hd__nor2_1 0.05, sky130_fd_sc_hd__a21oi_1 0.13, sky130_fd_sc_hd__nor2_1 0.05
[where the power goes]
group          switching, uW  total [uW]  internal [uW]  leakage [uW]
combinational            576        1210            637       0.00285
sequential               187        1020            832      0.000730
clock                    306         828            522     0.0000701
[cell type report]
class	instances	area (sq um)	area share
tap	234	292.8	0.03279
sequential	92	1541	0.1726
timing repair buffer	181	1802	0.2018
clock inverter	1	7.507	0.0008408
multi-input combinational	858	5082	0.5692
clock buffer	7	142.6	0.01598
inverter	16	60.06	0.006726
[metrics by stage]
step                      instances  hold WS [ns]
after CTS                      1389        0.4967
after global placement         1381        0.4622
after floorplan                1192        0.4498
after global routing           1389        0.5299
final                          1389        0.4951
after detailed placement       1381        0.4757
[registers in the layout, summed over array words and instances (netlist names)]
name and flops:
IMA 32, PCPlus 28, PCF 32
Power is estimated from default activity; no workload was simulated.
