$ cat flow/run.sh
#!/bin/bash
# OpenROAD 26Q1-2900-gdf79404cd8, Yosys 0.63+post, stock flow scripts
make -C /OpenROAD-flow-scripts/flow DESIGN_CONFIG=/design/flow/config.mk WORK_HOME=/design/flow/orfs finish
$ cat flow/config.mk
export PLATFORM = sky130hd
export DESIGN_NAME = CU
export DESIGN_NICKNAME = CU
export VERILOG_FILES = /design/flow/design.v
export SDC_FILE = /design/flow/constraint.sdc
export NUM_CORES = 4
export LEC_CHECK = 1
export CORE_AREA = 10 10 70 70
export DIE_AREA = 0 0 80 80
$ cat flow/constraint.sdc
current_design CU

set clk_period 2.1
set clk_io_pct 0.2

create_clock -name clk0 -period $clk_period

set non_clock_inputs [all_inputs -no_clocks]
set_input_delay [expr $clk_period * $clk_io_pct] -clock clk0 $non_clock_inputs
set_output_delay [expr $clk_period * $clk_io_pct] -clock clk0 [all_outputs]
$ cat flow/design.v
module CU(input [5:0] Op,
          input [5:0] Funct,
          output RegWrite,
          output MemtoReg,
          output MemWrite,
          output reg [3:0] ALUControl,
          output ALUSrc,
          output RegDst,
          output Branch,
          output BranchN,
          output SignExt);
  wire [2:0] ALUOp;
  reg [10:0] MainDecOut;
  assign {RegWrite, MemtoReg, MemWrite, ALUSrc, RegDst, Branch, BranchN, SignExt, ALUOp} = MainDecOut;
  always @(*)
    case(Op)
      6'b000000: MainDecOut <= 11'b10001000_010;  
      6'b100011: MainDecOut <= 11'b11010001_000;  
      6'b101011: MainDecOut <= 11'b00110001_000;  
      6'b000100: MainDecOut <= 11'b00000101_011;  
      6'b000101: MainDecOut <= 11'b00000011_011;  
      6'b001000: MainDecOut <= 11'b10010001_000;  
      6'b001001: MainDecOut <= 11'b10010000_001;  
      6'b001100: MainDecOut <= 11'b10010000_100;  
      6'b001101: MainDecOut <= 11'b10010000_101;  
      6'b001110: MainDecOut <= 11'b10010000_110;  
      default:   MainDecOut <= 11'bxxxxxxxx_xxx;  
   endcase
  always @(*)
    case(ALUOp)
      3'b000: ALUControl <= 4'b0000;  
      3'b001: ALUControl <= 4'b0001;  
      3'b011: ALUControl <= 4'b0011;  
      3'b100: ALUControl <= 4'b0100;  
      3'b101: ALUControl <= 4'b0101;  
      3'b110: ALUControl <= 4'b0110;  
      3'b010: case(Funct)
                6'b100000: ALUControl <= 4'b0000;  
                6'b100001: ALUControl <= 4'b0001;  
                6'b100010: ALUControl <= 4'b0010;  
                6'b100011: ALUControl <= 4'b0011;  
                6'b100100: ALUControl <= 4'b0100;  
                6'b100101: ALUControl <= 4'b0101;  
                6'b100110: ALUControl <= 4'b0110;  
                6'b100111: ALUControl <= 4'b0111;  
                6'b101010: ALUControl <= 4'b1100;  
                6'b101011: ALUControl <= 4'b1101;  
                default: ALUControl <= 4'bxxxx;
              endcase
      default: ALUControl <= 4'bxxxx;
    endcase
endmodule
==> reports/qor.txt <==
Design area - 763 sq um
Die area - 0.00640 sq mm
Area fraction in compound gates - 30.0%
Post-synth design cell area - 284 sq um
Number of port buffers - 24
Global Route Usage Sum - 4.32%
Slew HR - 83.7%
Layout filler cell count - 379
Chip height - 80 um
Site Rows - 21
Routed WL - 1.49 mm
Worst EP arrival - 1.63 ns
VDD IR max - 0.0283 mV
Final Slew Violations - 0
Peak Freq - 488 MHz
Ys Warns - 1
Number of I/O pins - 24
CTS Hold Bufs - 0
Lkg Pwr - 0.360 nW
Via count - 494
Max Cap Viol - 0
Synth area leaders - nor2_1 (12%), nand2b_1 (6.6%), nand4b_1 (6.2%)
Mapped Cells - 48
Fin crit share - 97.6%
Final Non-Filler Cells - 137
First-pass GRT wire length - 2.33 mm
Worst Path Required - 1.68 ns
Layout area overhead - 169%
Reg area - 0 sq um
# clk buffers - 0
Top logic family - simple AND/OR/NAND/NOR gates
Yosys Instances - 48
Synth Area in Simple Gates - 53.7%
Registers - 0
XORs/XNORs by Area - 0%
Residual DRC count - 0
Seq share, synth - 0%
Initial antenna violation count - 0
Outcome - finished, final reports clean
Vias per cell - 3.61
CP startpoint kind - input port
Final core occ - 22.3%
Die Wd - 80 um
Critical path class - input port to primary output
# setup viols final - 0
Largest type area fraction - 11.9%
DR iter-0 viols - 13
Final hold violation count - 0
Mux share - 3.52%
Yosys chip area - 284 sq um
Post-synth top area cell - nor2_1
Hold_sp - Op[3]
Total grt overflow - 0
Placed cells - 131
Hold Path End - MemtoReg
Largest net degree at the start of global routing - 9
Yosys adder share - 0%
Core Util at FP - 8.32%
Setup TNS - 0 ns
Hold Path Depth - 3
Final min period - 2.05 ns
Hold Path Class - input port to primary output
Vias in the first global route - 512
Wire per inst - 10.9 um
Unique cell types - 25
Core Area - 0.00342 sq mm
Min Hold Slack - 1.33 ns
CP endpoint kind - primary output
Crit-path max FO - 4
Antenna viol nets, final - 0
Gpl congestion - 0.846
Share of cells above drive strength 1 - 44.0%
Worst-Margin Slew - 0.245 ns
Log Warnings - 32
Mapped Avg Cell Area - 5.92 sq um
Area after DPL - 681 sq um
Antenna diodes - 0
HPWL Detailed - 1.20 mm
Drt pass-1 iters - 4
Power per cell area - 146 mW/mm^2
-- critical path, stage by stage --
cell           delay [ns]
buf_2                0.13
buf_6                0.13
o32a_1               0.33
a21oi_2              0.19
buf_4                0.14
o21ai_1              0.05
dlygate4sd2_1        0.24
-- worst max path at each step --
stage	start	to	slack, ns	depth (start not counted)
after CTS	Op[4]	ALUControl[2]	0.00008	6
after global routing	Op[5]	ALUControl[1]	-0.006	7
final	Op[5]	ALUControl[1]	0.05	7
-- synthesized netlist by cell type --
cell and n:
nor2_1 9, inv_1 4, a21oi_1 3, nand2b_1 3
nor3_1 3, o21ai_0 3, buf_2 2, nand4b_1 2
nor2b_1 2, o21ai_1 2, a2111oi_1 1, a21oi_2 1
a22o_1 1, buf_6 1, mux2i_1 1, nand2_1 1
nand3_1 1, nand3b_1 1, nor3b_1 1, nor4_1 1
nor4b_1 1, o21bai_1 1, o32a_1 1, or3b_1 1
or4_1 1
-- what timing repair did --
item	in CTS	in global routing
pin swaps	13	4
resized	50	5
setup endpoints to repair	12	4
buffers inserted	4	2
-- metrics by stage --
stage | total power [mW] | worst slack (ns)
floorplan | 0.0330 | 0.437
global placement | 0.0998 | -0.569
detailed placement | 0.0999 | -0.547
CTS | 0.106 | 0.0000848
global route | 0.122 | -0.00581
finish | 0.111 | 0.0507
-- layout make-up --
| type | instances | area (sq um) | share of cell area (%) |
|---|---|---|---|
| inverters | 4 | 15.0 | 1.97 |
| multi-input cells | 41 | 322 | 42.1 |
| well taps | 46 | 57.6 | 7.54 |
| repair buffers | 46 | 369 | 48.4 |
-- cell families (layout without fill, tap and decap cells) --
| family | after synthesis | in the layout |
|---|---|---|
| and+or+nand+nor | 27 | 27 |
| muxes | 1 | 1 |
| AOI/OAI and AO/OA | 13 | 13 |
| buffers and inverters | 7 | 50 |
-- power by group --
part	switching, mW	internal (mW)
Clock	0	0
Sequential	0	0
Combinational	0.0458	0.0655
Total	0.0458	0.0655
-- per-layer routing --
metal / share of wire [%] / up-vias / GRT usage, %
li1: - / 261 / -
met2: 44 / 15 / 7.06
met4: 0 / 0 / 0
met3: 10 / 0 / 1.70
met5: 0 / - / 0
met1: 45 / 218 / 5.54
-- cell usage in the layout, fill, tap and decap left out, drive strengths merged, types with 2 or more instances in the layout --
cell / Yosys / routed
inv: 4 / 4
clkdlybuf4s50: 0 / 6
nand2b: 3 / 3
nor3: 3 / 3
nor2b: 2 / 2
dlygate4sd2: 0 / 10
a21oi: 4 / 4
o21ai: 5 / 5
buf: 3 / 28
nand4b: 2 / 2
nor2: 9 / 9
Power and IR drop assume default switching activity.
