==> /design/flow/design.v <==
module regfile(input         CLK,
               input        reset,
               input  [4:0] A11,
               input  [4:0] A21,
               input  [4:0] A12, 
               input  [4:0] A22,
               input  [4:0] A13,
               input  [4:0] A23,
               input  [4:0] A14,
               input  [4:0] A24, 
               input         WE1, 
               input         WE2, 
               input  [4:0]  WA1, 
               input  [4:0]  WA2,
               input  [31:0] WD1, 
               input  [31:0] WD2,
               input  [3:0]  WT1,
               input  [3:0]  WT2,
               input  [3:0]  ROBTag,
               input  [4:0]  ROBDst,
               input         ROBE,
               input         flush, 
               output reg [31:0] RD11, 
               output reg [31:0] RD21, 
               output reg [31:0] RD12, 
               output reg [31:0] RD22, 
               output reg [31:0] RD13, 
               output reg [31:0] RD23, 
               output reg [31:0] RD14, 
               output reg [31:0] RD24,
               output reg        V11,
               output reg        V21,
               output reg        V12,
               output reg        V22,
               output reg        V13,
               output reg        V23,
               output reg        V14,
               output reg        V24);
  reg [31:0] RF    [31:0];
  reg [31:0] RFv;  
  reg [3:0]  RFTag [31:0];
  always @(*) begin
    if (reset) begin
      RFv = 32'hffffffff;
    end
  end
  always @(posedge CLK) begin
      if ((WA1 == WA2) & WE1 & WE2) begin
        RF[WA1] = WD1;  
        if (RFTag[WA1] == WT1) RFv[WA1] = 1;
        RF[WA2] = WD2;  
        if (RFTag[WA2] == WT2) RFv[WA2] = 1; 
      end
      else
      begin     
       if (WE1) begin
         RF[WA1] <= WD1;  
         if (RFTag[WA1] == WT1) RFv[WA1] = 1;
       end
       if (WE2) begin
         RF[WA2] <= WD2;  
         if (RFTag[WA2] == WT2) RFv[WA2] = 1;
       end
      end
      RF[0] <= 32'd0;
      RFv[0] <= 1;
  end
  always @(flush) begin
    if (flush) RFv = 32'hffffffff;
  end
  always @(*) begin
    if (ROBE) begin
      RFTag[ROBDst] <= ROBTag;
      RFv[ROBDst] <= 0;
    end
  end
  always @(*) begin
    if (RFv[A11]) begin
      RD11 <= RF[A11];
      V11 <= 1;
    end else begin
      RD11 <= {{28'd0}, RFTag[A11]};
      V11 <= 0;
    end
    if (RFv[A21]) begin
      RD21 <= RF[A21];
      V21 <= 1;
    end else begin
      RD21 <= {{28'd0}, RFTag[A21]};
      V21 <= 0;
    end
  end
  always @(*) begin
    if (RFv[A12]) begin
      RD12 <= RF[A12];
      V12 <= 1;
    end else begin
      RD12 <= {{28'd0}, RFTag[A12]};
      V12 <= 0;
    end
    if (RFv[A22]) begin
      RD22 <= RF[A22];
      V22 <= 1;
    end else begin
      RD22 <= {{28'd0}, RFTag[A22]};
      V22 <= 0;
    end
  end
  always @(*) begin
    if (RFv[A13]) begin
      RD13 <= RF[A13];
      V13 <= 1;
    end else begin
      RD13 <= {{28'd0}, RFTag[A13]};
      V13 <= 0;
    end
    if (RFv[A23]) begin
      RD23 <= RF[A23];
      V23 <= 1;
    end else begin
      RD23 <= {{28'd0}, RFTag[A23]};
      V23 <= 0;
    end
  end
  always @(*) begin
    if (RFv[A14]) begin
      RD14 <= RF[A14];
      V14 <= 1;
    end else begin
      RD14 <= {{28'd0}, RFTag[A14]};
      V14 <= 0;
    end
    if (RFv[A24]) begin
      RD24 <= RF[A24];
      V24 <= 1;
    end else begin
      RD24 <= {{28'd0}, RFTag[A24]};
      V24 <= 0;
    end
  end
endmodule
==> /design/flow/run.sh <==
#!/bin/bash
# OpenROAD 26Q1-2900-gdf79404cd8, Yosys 0.63+post, stock flow scripts
make -C /OpenROAD-flow-scripts/flow DESIGN_CONFIG=/design/flow/config.mk WORK_HOME=/design/flow/orfs finish
==> /design/flow/config.mk <==
export PLATFORM = sky130hd
export DESIGN_NAME = regfile
export DESIGN_NICKNAME = regfile
export VERILOG_FILES = /design/flow/design.v
export SDC_FILE = /design/flow/constraint.sdc
export NUM_CORES = 4
export LEC_CHECK = 1
export CORE_UTILIZATION = 50
==> /design/flow/constraint.sdc <==
current_design regfile

set clk_period 31.2
set clk_io_pct 0.2

create_clock -name clk0 -period $clk_period [get_ports {CLK}]

set non_clock_inputs [all_inputs -no_clocks]
set_input_delay [expr $clk_period * $clk_io_pct] -clock clk0 $non_clock_inputs
set_output_delay [expr $clk_period * $clk_io_pct] -clock clk0 [all_outputs]
==> results.json <==
{
  "status": "completed",
  "startpoint": "A14[0]",
  "cp_cell_sequence": "buf_8 > buf_4 > ha_1 > buf_4 > mux2_2 > o221ai_1 > o31a_2 > inv_2 > buf_4 > and3_1 > clkdlybuf4s50_1",
  "unclocked_regs": 128,
  "grt_max_degree": 68,
  "cap_violations": 0,
  "worst_pin_slew_ps": 1380,
  "worst-path-buf-inv": 6,
  "critPathMaxStageDelay_ps": 870,
  "cts_buffers": 130,
  "chipArea_mm2": 0.243,
  "wl_per_cell_um": 58.5,
  "area_growth_syn_to_layout_pct": 10.3,
  "yosys.cell_types.count": 81,
  "fin_setup_tns_ps": 0,
  "final-seq-area_mm2": 0.0317,
  "grt_use_total": 0.674,
  "path_max_fanout": 42,
  "dr.pass1.iters": 10,
  "die_width_um": 493,
  "slew-limit-headroom": 0.0743,
  "core-area_mm2": 0.239,
  "hold_path.class": "in2reg",
  "ys_cells": 9695,
  "cts_resized": 0,
  "ys.flops": 1120,
  "std_cell_rows": 179,
  "synth_warnings": 65,
  "path_delay_family": "buffers and inverters",
  "crit_arrival_ps": 11620,
  "die_y_um": 493,
  "overflow": 0,
  "cp-end-kind": "output port",
  "first_iter_violations": 15100,
  "powerDensity_mw_per_mm2": 36.2,
  "p_comb_frac": 0.348,
  "flop_cell": "edfxtp_1",
  "initCoreUtil": 0.504,
  "yosys-stat-area_mm2": 0.120,
  "via_count": 118000,
  "report.final.setup_viol": 0,
  "edf_count": 992,
  "cts_tree": "done",
  "routabilityCongestion": 1.12,
  "portBuffers": 390,
  "hold_buffers": 0,
  "synth_area_mm2": 0.120,
  "ctsHtreeMaxLevel": 4,
  "drive_gt1_frac": 0.413,
  "rsz0062_at_grt": "no",
  "syn-mean-instance-area_um2": 12.4,
  "power_leakage_nw": 44.9,
  "finalHoldViolCount": 0,
  "slew_violations": 0,
  "grt_pass1_vias": 115000,
  "p_switching_w": 0.00179,
  "top_cell_area_share": 0.325,
  "fillers": 19300,
  "combGateArea_mm2": 0.0832,
  "wl_um": 762000,
  "crit_slowest_cell": "and3_1",
  "route.detailed.drc": 0,
  "worstSetupStartpointType": "primary input",
  "clk_pin_slew_worst_paths_ps": 60,
  "post-route-period-util": 0.573,
  "warnings": 70,
  "max_freq_mhz": 56.0,
  "post-route-min-period_ps": 17860,
  "path_common_cell": "buf_4",
  "grt_pass1_wl_um": 1010000,
  "synthArstFlopShare": 0,
  "worstHoldStart": "WD2[14]",
  "syn-instance-count": 9695,
  "viasPerCell": 9.03,
  "worst-setup-path-type": "in2out",
  "cts_max_path_buffers": 3,
  "cts_setup_buffers": 0,
  "untimed_endpoints": 128,
  "place_hpwl_um": 469000,
  "antenna_found_initial": 115,
  "cp_data_required_time_ps": 24960,
  "place_ws_ps": 13890,
  "p_seq_frac": 0.332,
  "drtAntennaViolNets": 0,
  "yosysTopAreaCell": "mux4_2",
  "clock_tree.root_cell": "clkbuf_16",
  "clockPowerShare": 0.319,
  "io_pins": 401,
  "internal-power_w": 0.00302,
  "ir_drop_mv": 0.0424,
  "topCellsByArea": "mux4_2 33%, edfxtp_1 25%, mux2_2 11%",
  "setup_ws_ps": 13340,
  "p_sw_frac": 0.373
}
-- layout make-up --
type | count | area share
Antenna cell | 230 | 0.00433
Clock buffer | 154 | 0.0253
Clock inverter | 80 | 0.00627
Inverter | 59 | 0.00186
Multi-Input combinational cell | 7167 | 0.626
Sequential cell | 1120 | 0.239
Tap cell | 3167 | 0.0298
Timing Repair Buffer | 1046 | 0.0678
-- synthesized netlist by cell type (26+ instances only) --
cell	n
inv_1	46
a211oi_1	96
buf_1	122
a2111oi_0	35
o21ai_0	457
and3_1	92
mux4_2	1738
edfxtp_1	992
buf_2	318
nor2b_1	75
nor3_1	116
nand2_1	413
o221ai_1	214
nand2b_1	46
o211a_1	58
ha_1	40
nand3b_1	26
a221o_1	55
nand3_1	146
a21oi_1	306
dlxtn_1	128
mux2_2	1209
a31oi_1	28
a32oi_1	37
a22oi_1	154
nand4_1	37
buf_6	39
mux2i_1	891
nor2_1	291
a22o_1	44
a32o_1	28
clkbuf_1	732
o211ai_1	38
a221oi_1	87
o22ai_1	141
buf_4	130
-- flip-flops by register name, summed over array words and instances (netlist names) --
| register | cells |
|---|---|
| RF | 992 |
| RFTag | 128 |
-- cell families after synthesis --
logic type               after synthesis  synth area share
buffers and inverters               1408            0.0540
adder cells (fa/ha/maj)               40           0.00416
AND/OR/NAND/NOR                     1332            0.0530
AND-OR/OR-AND                       1945             0.112
multiplexers                        3849             0.513
flip-flops                           992             0.247
XOR/XNOR                               1         0.0000727
latches                              128            0.0159
-- metal layers --
metal  share of wire  GRT usage  vias up
met5           0.012      0.437        -
met1            0.28      0.679    56800
met3            0.21      0.600     5173
met2            0.38      0.793    14700
met4            0.12      0.580      263
li1                -          -    40600
-- layout by cell type (no fill, tap or decap), types with 30 or more instances in the layout --
cell type        Yosys  routed
a221oi_1            87      87
clkdlybuf4s50_1      0     350
nor3_1             116     116
nand2b_1            46      46
nor2_1             291     275
mux2_2            1209    1209
nand3_1            146     139
a22o_1              44      44
o221ai_1           214     214
a21oi_1            306     305
o211ai_1            38      38
mux4_2            1738    1738
a22oi_1            154     154
a221o_1             55      55
nand2_1            413     396
diode_2              0     230
nand4_1             37      37
edfxtp_1           992     992
o21ai_0            457     442
ha_1                40      40
a211oi_1            96      96
a2111oi_0           35      30
a32oi_1             37      37
o22ai_1            141     125
mux2i_1            891     891
dlxtn_1            128     128
o211a_1             58      58
buf_4              130     658
inv_1               46      30
and3_1              92      92
clkbuf_16            0     131
nor2b_1             75      52
-- power groups by stage --
stage	combinational, W	sequential (W)	clock, W
after CTS	0.00155	0.00159	0.00152
after global routing	0.00165	0.00160	0.00157
final	0.00168	0.00160	0.00154
-- worst paths after layout --
kind | to | slack, ps | cells after the start
worst min-delay path | RF[17][14] | 6430 | 3
worst max-delay path | RD14[10] | 13340 | 11
-- metrics by stage --
step,instance area [um^2],total power [W],hold WS [ps],util,instances
floorplan,120000,0.00244,6460,-,9695
global placement,128000,0.00315,7260,0.537,12600
detailed placement,128000,0.00316,7280,0.537,12600
CTS,132000,0.00466,6410,0.554,12800
global route,133000,0.00482,6460,0.555,12900
finish,133000,0.00481,6430,0.557,13000
Power figures rest on the tool's default switching activity, not on a simulated workload.
