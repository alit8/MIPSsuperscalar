==> flow/design.v <==
module EX(input         ALUSrc,
          input  [3:0]  ALUControl,
          input         Branch,
          input         BranchN,
          input  [31:0] RD1,
          input  [31:0] RD2,
          input  [31:0] ExtImm,
          input  [31:0] PCPlus4,
          input  [3:0]  Tag,
          input         Pred,
          output        PCSrc,
          output [31:0] ALUOut,
          output [31:0] WriteData,
          output [31:0] PCBranch,
          output [3:0]  Tago,
          output [4:0]  BTAPTag,
          output [31:0] BTAPAddr);
  wire [31:0] SrcA;
  wire [31:0] SrcB;
  wire Zero;
  wire BranchTaken;
  assign SrcA = RD1; 
  assign SrcB = ALUSrc ? ExtImm : RD2;
  assign WriteData = RD2;
  assign Tago = Tag; 
  alu a1(.a(SrcA), .b(SrcB), .alucontrol(ALUControl), .result(ALUOut), .zero(Zero));
  assign BranchTaken = (Branch & Zero) | (BranchN & (!Zero));
  assign PCSrc = (BranchTaken != Pred);
  assign BTAPTag = PCSrc ? PCPlus4[6:2] - 5'd1 : 5'dx;
  assign BTAPAddr = (ExtImm << 2) + PCPlus4;
  assign PCBranch = BranchTaken ? (ExtImm << 2) + PCPlus4 : PCPlus4;
endmodule
module alu(input		    [31:0]	a, 
           input		    [31:0]	b, 
	         input		    [3:0]	 alucontrol,
           output	reg	[31:0]	result,
	         output				        zero,
	         output	reg			     overflow);
	assign zero = (result == 32'b0);
	always @(*)
	begin
		overflow = 1'b0;
		case (alucontrol)
			4'b0000: {overflow,result} = $signed(a) + $signed(b);
			4'b0001: result = a + b;
			4'b0010: {overflow,result} = $signed(a) - $signed(b);
			4'b0011: result = a - b;
			4'b0100: result = a & b;
			4'b0101: result = a | b;
			4'b0110: result = a ^ b;
			4'b0111: result = ~(a | b);
			4'b1100: result = ($signed(a) < $signed(b));
			4'b1101: result = (a < b);
		endcase
	end
endmodule
==> flow/run.sh <==
#!/bin/bash
# OpenROAD 26Q1-2900-gdf79404cd8, Yosys 0.63+post, stock flow scripts
make -C /OpenROAD-flow-scripts/flow DESIGN_CONFIG=/design/flow/config.mk WORK_HOME=/design/flow/orfs finish
==> flow/config.mk <==
export PLATFORM = sky130hd
export DESIGN_NAME = EX
export DESIGN_NICKNAME = EX
export VERILOG_FILES = /design/flow/design.v
export SDC_FILE = /design/flow/constraint.sdc
export NUM_CORES = 4
export LEC_CHECK = 1
export CORE_UTILIZATION = 30
==> flow/constraint.sdc <==
current_design EX

set clk_period 31.2
set clk_io_pct 0.2

create_clock -name clk0 -period $clk_period

set non_clock_inputs [all_inputs -no_clocks]
set_input_delay [expr $clk_period * $clk_io_pct] -clock clk0 $non_clock_inputs
set_output_delay [expr $clk_period * $clk_io_pct] -clock clk0 [all_outputs]
==> deck_impl_summary.md <==
Run Summary

Cells and area
  • Share of layout cells above drive strength 1: 0.04618
  • Layout Utilization: 0.3837
  • Gate Area: about 9500 sq um
  • Sequential cell area: 480.5 sq um
  • Number of fill cells: ~3700
  • Flip-flop count of the largest register after layout: 32
  • Fin area: roughly 14000 sq um
  • Synth-to-layout area growth: 24.76%

Power
  • Sw power: 0.1710 mW
  • Sequential share of power: 0.032
  • Pleak: roughly 5.9 nW
  • Combinational fraction of design power: 0.968
  • P_int: 0.1508 mW
  • Clk pwr share: 0
  • Pwr dens: between 20 and 25 nW/um^2
  • Sw frac: 0.5314
  • Pwr Total: roughly 0.32 mW
  • IR drop worst, VDD: ~0.013 mV

Synthesis
  • Post-synth top area cell: ha_1
  • Synth Warn #: 1
  • Yosys stat chip area: 11050 sq um
  • Unique cell types: between 80 and 90
  • Cell area leaders: ha_1 (19%), xnor2_1 (7.3%), a21oi_1 (6.6%), o21ai_0 (5.3%), nor2_1 (4.6%)
  • Share of the synthesized area in the top cell type: 0.1925
  • Per-instance average area after synthesis: around 7 sq um
  • Seq cells post-synth: 32
  • Dominant flop cell: dlxtn_1
  • Synth Instances: roughly 1600
  • Post-synth ARST share: 0
  • EDFF count, synth: 0
  • Ys cells: 1586
  • Mapped Area: 11050 sq um

Drt
  • Via count: 12243
  • Routed WL per cell: roughly 20 um
  • DRT antenna net count: 0
  • Drc violations: 0
  • Antenna cells: 0
  • Routed WL: roughly 44000 um
  • Initial drt markers: 772
  • Vias per cell: about 5.5
  • Pre-Repair DR Iteration Count: 5

Setup path
  • CP max FO: 5
  • CP Capture Type: primary output
  • CP arrival: roughly 10000 ps
  • Setup Crit Path Kind: in2out
  • Critical Path Source Type: primary input
  • Worst Path Required: roughly 25000 ps

Hold path
  • Hold Path Origin: PCPlus4[0]
  • Hold Crit Class: in2out
  • Hold path depth: 0
  • WHS Endpoint: BTAPAddr[0]

Final timing
  • Setup-failing EPs final: 0
  • Highest clock rate: between 0.06 and 0.07 GHz
  • Final tally of max-slew violations: 0
  • Final hold slack: between 10000 and 15000 ps
  • Fin. Hold Viols: 0
  • Register pins left without a clock: 32
  • Worst-Margin Slew: about 830 ps
  • Fin crit share: 0.5211
  • Fin Setup TNS: 0 ps
  • Minimum clock period: roughly 16000 ps
  • RSZ-0062 raised after global routing: false
  • Endpoints left unconstrained: between 60 and 70
  • Max transition margin: 0.4333

CTS
  • Post-cts gate resize count: 0
  • Postcts setup bufs: 0
  • Hold buffer count at CTS: 0

Floorplanning
  • Die Size: between 30000 and 40000 sq um
  • IO Pins: 278
  • Die X: between 150 and 200 um
  • Num rows: approximately 69
  • Die height: 193.9 um
  • Core ar.: 35910 sq um
  • Fp util: 0.3076

Flow run
  • Max-Cap Viols: 0
  • Tool warnings: roughly 110

Global routing
  • GRT Total Usage: 0.2317
  • Initial antenna violation count: 0
  • First-pass GRT wire length: just under 70000 um
  • GRT Residual Overflow: 0
  • Vias in the first global route: between 10000 and 15000
  • Largest net degree at the start of global routing: approximately 76

Placement
  • Placed Area: ~14000 sq um
  • Detail Placement HPWL: ~37000 um
  • I/O Buffers: 264
  • RePlAce Congestion: 0.9957

Run status
  • Status: finished clean
cells by family after synthesis:
group,Yosys count,synth area share
muxes,75,0.07260
buffers and inverters,233,0.09605
adders and majority gates,174,0.1998
latches,32,0.04349
AOI/OAI and AO/OA,535,0.3124
and+or+nand+nor,426,0.1870
xor gates and xnor gates,111,0.08869
worst max-delay path by stage:
stage / startpoint / endpoint / cells past startpoint
after CTS: ExtImm[1] / PCBranch[31] / 12
after global routing: PCPlus4[2] / PCBranch[30] / 14
final: PCPlus4[4] / PCBranch[31] / 12
area by class of cell:
type                            instances  share of cell area
Tap cell                              461             0.04185
Sequential cell                        32             0.03486
Inverter                              123             0.03350
Timing Repair Buffer                  278              0.1983
Multi-Input combinational cell       1321              0.6915
layer usage:
| metal | global-route usage | wire length [um] | vias up |
|---|---|---|---|
| met1 | 0.3415 | 20820 | 5661 |
| met5 | 0 | 0 | - |
| li1 | - | - | 6060 |
| met2 | 0.3716 | 19580 | 498 |
| met3 | 0.03440 | 3474 | 24 |
| met4 | 0.01940 | 431 | 0 |
cells in the mapped netlist, types with 13 or more instances:
cell type and instances:
or3_1 14, a211oi_1 22, o211ai_1 31, buf_4 40
xnor2_1 92, a21o_1 42, nand2b_1 21, o21bai_1 15
nor2_1 136, clkbuf_1 47, nor4_1 17, nand2_1 98
nand4_1 14, mux2_2 29, o21ai_0 116, xor2_1 18
nand3_1 25, o22ai_1 13, o31ai_1 15, nor3_1 36
o21a_1 21, mux2i_1 42, inv_1 118, a31oi_1 22
a21oi_1 145, nor2b_1 15, dlxtn_1 32, ha_1 170
critical path, cell delays in order:
cell             delay [ps]
clkdlybuf4s50_1         590
ha_1                    310
o21ai_0                 180
nor2_1                   90
o311ai_1                480
nand2_1                 250
a211oi_1                600
a211oi_1                200
o21a_1                  210
nor3_1                  230
xor2_1                  160
clkdlybuf4s50_1         480
power by group through the flow:
stage	sequential [mW]	clock [mW]	combinational [mW]
6_report	0.0104	0	0.311
4_1_cts	0.0105	0	0.309
5_1_grt	0.0110	0	0.340
metrics by stage:
stage | worst slack, ps | instances
after floorplan | 16640 | 1586
after global placement | 14900 | 2215
after detailed placement | 14900 | 2215
after CTS | 14900 | 2215
after global routing | 14620 | 2215
final | 14940 | 2215
cell usage in the layout (no fill, tap or decap), drive strengths merged, types with 6 or more instances in the layout:
cell type / count
dlxtn: 32
mux2: 29
mux2i: 46
nor3: 39
a221oi: 10
o221ai: 9
nand2b: 21
nor2b: 15
or2: 8
a21o: 42
o21a: 21
nor3b: 6
or3: 14
nand4: 14
nand3: 25
o31ai: 15
a21oi: 146
a22oi: 8
nor2: 136
buf: 17
inv: 122
nand2: 98
nor4: 17
xor2: 18
a211oi: 26
o22ai: 13
clkdlybuf4s50: 261
and2: 6
and4: 6
o21ai: 123
and3: 7
o211ai: 31
o21bai: 15
ha: 170
a31oi: 22
xnor2: 93
No activity file was given, so power comes from the tool's default toggle rates.
